===== ./constraint.sdc =====
current_design top

set clk_period 6.0
set clk_io_pct 0.2

create_clock -name clk0 -period $clk_period [get_ports {CLOCK_50}]

set non_clock_inputs [all_inputs -no_clocks]
set_input_delay [expr $clk_period * $clk_io_pct] -clock clk0 $non_clock_inputs
set_output_delay [expr $clk_period * $clk_io_pct] -clock clk0 [all_outputs]

===== ./config.mk =====
export PLATFORM = sky130hd
export DESIGN_NAME = top
export DESIGN_NICKNAME = top
export VERILOG_FILES = /design/flow/design.v
export SDC_FILE = /design/flow/constraint.sdc
export NUM_CORES = 4
export LEC_CHECK = 1
export CORE_UTILIZATION = 30
export SYNTH_HDL_FRONTEND = slang

===== ./run.sh =====
#!/bin/bash
# OpenROAD 26Q1-2900-gdf79404cd8, Yosys 0.63+post, stock flow scripts
make -C /OpenROAD-flow-scripts/flow DESIGN_CONFIG=/design/flow/config.mk WORK_HOME=/design/flow/orfs finish

===== ./design.v =====
package fsm_pkg;
	typedef enum int unsigned {IDLE,
							   START,
                               VIEW,
                               NVIEW,
							   XXX} state_e;
endpackage: fsm_pkg
module blinkgen
(
    input clk,
    input reset,
    output logic blink
);
    logic [23:0] cnt = '0;
    always_ff @(posedge clk, posedge reset)
        if (reset)
            cnt <= '0;
        else
            cnt <= cnt + 1'b1;
    assign blink = cnt[23];
endmodule: blinkgen
module clk_div
(
	input logic clk, reset, enable,
	output logic clk_10ms
);
	localparam T10MS = 19'd499_999;
	logic [18:0] cnt = 19'b0;
	always_ff @(posedge clk, posedge reset)
        if (reset)
            begin
				cnt <= '0;
				clk_10ms <= '0;
			end
        else
            if (enable)
                if (cnt == T10MS)
                    begin
                        cnt <= '0;
                        clk_10ms <= '1;
                    end
                else
                    begin
                        cnt <= cnt + 1'b1;
                        clk_10ms <= '0;
                    end
endmodule: clk_div
module counter
#(
	parameter MAX_VAL = 4'd9
)
(
	input logic inc_cnt,
	input logic reset,
	input logic enable,
	output logic [3:0] cnt,
	output logic cout
);
	always_ff @(posedge inc_cnt, posedge reset)
		if (reset)
			begin
				cnt <= '0;
				cout <= '0;
			end
		else
			if (enable)
				if (cnt == MAX_VAL)
					begin
						cnt <= '0;
						cout <= '1;
					end
				else
					begin
						cnt <= cnt + 1'b1;
						cout <= '0;
					end
endmodule: counter
module counters
(
	input logic clk,
	input logic reset,
	input logic enable,
	output logic [23:0] data
);
	logic cout0, cout1, cout2, cout3, cout4, cout5;
	counter dc0 (.inc_cnt(clk), .reset(reset), .enable(enable), .cnt(data[3:0]), .cout(cout0));
	counter dc1 (.inc_cnt(cout0), .reset(reset), .enable(enable), .cnt(data[7:4]), .cout(cout1));
	counter dc2 (.inc_cnt(cout1), .reset(reset), .enable(enable), .cnt(data[11:8]), .cout(cout2));
	counter #(.MAX_VAL(4'd5)) dc3 (.inc_cnt(cout2), .reset(reset), .enable(enable), .cnt(data[15:12]), .cout(cout3));
    counter dc4 (.inc_cnt(cout3), .reset(reset), .enable(enable), .cnt(data[19:16]), .cout(cout4));
    counter #(.MAX_VAL(4'd5)) dc5 (.inc_cnt(cout4), .reset(reset), .enable(enable), .cnt(data[23:20]), .cout(cout5));
endmodule: counters
module dig2seg
(
	input logic [3:0] dig,
	output logic [6:0] seg
);
	always_comb
		begin
			case (dig)
				4'd0: seg[6:0] = ~7'b0111111;
				4'd1: seg[6:0] = ~7'b0000110;
				4'd2: seg[6:0] = ~7'b1011011;
				4'd3: seg[6:0] = ~7'b1001111;
				4'd4: seg[6:0] = ~7'b1100110;
				4'd5: seg[6:0] = ~7'b1101101;
				4'd6: seg[6:0] = ~7'b1111101;
				4'd7: seg[6:0] = ~7'b0000111;
				4'd8: seg[6:0] = ~7'b1111111;
				4'd9: seg[6:0] = ~7'b1101111;
				default: seg[6:0] = 7'h7F;
			endcase
		end
endmodule: dig2seg
module display
(
	input logic [23:0] data,
	output logic [6:0] hex0,
    output logic [6:0] hex1,
    output logic [6:0] hex2,
    output logic [6:0] hex3,
    output logic [6:0] hex4,
    output logic [6:0] hex5
);
	dig2seg ds1 (.dig(data[3:0]), .seg(hex0));
    dig2seg ds2 (.dig(data[7:4]), .seg(hex1));
    dig2seg ds3 (.dig(data[11:8]), .seg(hex2));
    dig2seg ds4 (.dig(data[15:12]), .seg(hex3));
    dig2seg ds5 (.dig(data[19:16]), .seg(hex4));
    dig2seg ds6 (.dig(data[23:20]), .seg(hex5));
endmodule: display
module fsm
(
    input clk, reset,
    input start,
    input pfinish,
    input stop,
	output logic enable,
    output logic sresult,
    output logic rview,
    output logic [3:0] num,
    output logic [3:0] cnt
);
	import fsm_pkg::*;
	state_e state, next;
    always_ff @(posedge clk, posedge reset)
        if (reset)
            state <= IDLE;
        else
            state <= next;
    always_comb
    begin
        next = XXX;
        case (state)
            IDLE:       if (start)      next = START;
                        else            next = IDLE;
            START:      if ((pfinish && (num == 4'd9)) || stop)
                                        next = VIEW;
                        else            next = START;
            VIEW:       if (pfinish || stop)
                                        next = NVIEW;
                        else            next = VIEW;
            NVIEW:                      next = VIEW;
            default:                    next = XXX;
        endcase
    end
    always_ff @(posedge clk, posedge reset)
        if (reset)
        begin
            enable <= '0;
            sresult <= '0;
            rview <= '0;
            num <= '0;
            cnt <= '0;
        end
        else
        begin
			enable <= '0;
            sresult <= '0;
            rview <= '0;
			case (next)
				IDLE:		if (start)		    enable <= '1;
				START:		if (pfinish && num < 4'd9)
                                            begin
                                                sresult <= '1;
                                                cnt <= num;
								                num <= num + 1'b1;
                                                enable <= '1;
                                            end
                            else                enable <= '1;
                VIEW:       if ((pfinish && num == 4'd9) || stop)
                                            begin
                                                sresult <= '1;
                                                cnt <= num;
                                                num <= num + 1'b1;
                                                rview <= '1;
                                            end
                            else                rview <= '1;
                NVIEW:      if (pfinish)    begin
                                                if (cnt == num - 1'b1)
                                                    cnt <= '0;
                                                else
                                                    cnt <= cnt + 1'b1;
                                                rview <= '1;
                                            end
                            else if (stop)  begin
                                                if (cnt == '0)
                                                    cnt <= num - 1'b1;
                                                else
                                                    cnt <= cnt - 1'b1;
                                                rview <= '1;
                                            end
			endcase
		end
endmodule: fsm
module res_mem
(
    input clk,
    input [3:0] addr,
    input [23:0] wrdata,
    input we,
    output [23:0] rddata
);
    logic [23:0] data [0:9];
    always_ff @(posedge clk)
        if (we)
            data[addr] <= wrdata;
    assign rddata = data[addr];
endmodule: res_mem
module stopwatch
(
    input clk,
    input reset,
    input start,
    input pfinish,
    input stop,
    output [6:0] hex0,
    output [6:0] hex1,
    output [6:0] hex2,
    output [6:0] hex3,
    output [6:0] hex4,
    output [6:0] hex5,
    output [9:0] led
);
    logic enable, sresult, chview, rview;
    logic pfinish_ff, stop_ff, blink;
    logic [3:0] num, cnt;
    logic clk_10ms;
    logic [23:0] data;
    logic [23:0] res_data;
    logic [23:0] disp_data;
    always_ff @(posedge clk)
    begin
        pfinish_ff <= pfinish;
        stop_ff <= stop;
    end
    fsm fsm
    (
        .clk(clk),
        .reset(reset),
        .start(start),
        .pfinish(pfinish & ~pfinish_ff),
        .stop(stop & ~stop_ff),
        .enable(enable),
        .sresult(sresult),
        .rview(rview),
        .num(num),
        .cnt(cnt)
    );
    blinkgen bl (.clk(clk), .reset(reset), .blink(blink));
    view_led vl (.num(num), .cnt(cnt), .blink(blink), .rview(rview), .led(led));
    clk_div cdiv (.clk(clk), .reset(reset), .enable(enable), .clk_10ms(clk_10ms));
    counters c (.clk(clk_10ms), .reset(reset), .enable(enable), .data(data));
    display d (.data(disp_data), .hex0(hex0), .hex1(hex1), .hex2(hex2), .hex3(hex3), .hex4(hex4), .hex5(hex5));
    res_mem rm (.clk(clk), .addr(cnt), .wrdata(data), .we(sresult), .rddata(res_data));
    assign disp_data = rview ? res_data : data;
endmodule: stopwatch
module top(
	input 		          		CLOCK_50,
	output		     [6:0]		HEX0,
	output		     [6:0]		HEX1,
	output		     [6:0]		HEX2,
	output		     [6:0]		HEX3,
	output		     [6:0]		HEX4,
	output		     [6:0]		HEX5,
	input 		     [3:0]		KEY,
	output		     [9:0]		LEDR
);
stopwatch sw
    (
        .clk(CLOCK_50),
        .reset(~KEY[0]),
        .start(~KEY[3]),
        .pfinish(~KEY[2]),
        .stop(~KEY[1]),
        .hex0(HEX0),
        .hex1(HEX1),
        .hex2(HEX2),
        .hex3(HEX3),
        .hex4(HEX4),
        .hex5(HEX5),
        .led(LEDR)
    );
endmodule
module view_led
(
    input [3:0] num, cnt,
    input blink,
    input rview,
    output logic [9:0] led
);
    genvar i;
    generate
        for (i = 0; i < 10; i++)
        begin: ledassign
            assign led[i] = num > i ? (rview && (cnt == i) ? blink : '1) : '0;
        end
    endgenerate
endmodule: view_led

==> flow_metrics.py <==
# Metrics from the implementation run
metrics = {
    "run_status": {
        "outcome": "completed",
    },
    "timing": {
        "hold_viol": 0,
        "setup_ws_ns": 0.670,
        "slew_headroom_pct": 43.3,
        "unclocked_regs": 29,
        "skew_ns": 0.00815,
        "max_freq_ghz": 0.188,
        "tightest_slew_ns": 0.851,
        "holdWs_ns": 0.453,
        "post-route-min-period_ns": 5.33,
        "final_max_slew_viol_count": 0,
        "timing.setup.tns_ns": 0,
        "setup-violations-final": 0,
        "rsz0062_at_grt": "false",
        "period_used_pct": 88.8,
        "untimed_endpoints": 269,
    },
    "worst_setup_path": {
        "worst_path_most_repeated_cell": "mux2i_1",
        "cp_slowest_cell": "dfrtp_4",
        "reg2reg_depth": 6,
        "cpPeakStageDelay_ns": 0.82,
        "startpoint_type": "flop",
        "r2r_setup_slack_ns": 2.74,
        "cp_max_fo": 53,
        "critPathKind": "flop to output port",
        "worst_setup_path_end_kind": "output port",
        "reg2reg_from": "sw.fsm.cnt[0]",
        "worst-path-stages": 11,
        "crit_arrival_ns": 4.13,
        "worstSetupStartpoint": "sw.fsm.cnt[0]",
        "path_delay_family": "buffers and inverters",
        "critPathRequiredTime_ns": 4.80,
        "r2r_end": "sw.rm.data[4][1]",
        "path_buffers": 4,
        "cp-endpoint": "HEX0[3]",
        "cp_cell_sequence": "buf_12 > mux4_2 > nor2_1 > a2111oi_0 > a221oi_1 > buf_4 > ha_1 > inv_1 > mux2i_1 > mux2i_1 > clkdlybuf4s50_1",
    },
    "synth": {
        "syn_inst": 1114,
        "ys_seq_elements": 330,
        "yosysWarnings": 0,
        "seq_area_frac_synth_pct": 61.9,
        "ys_cells": 1114,
        "netlist_area_um2": 15300,
        "yosys-stat-area_um2": 15300,
        "async_reset_ff_share_pct": 26.7,
        "yosysUniqueCellTypes": 66,
        "edf_count": 240,
        "syn_area_per_cell_um2": 13.7,
        "synthFlopType": "edfxtp_1",
    },
    "global_route": {
        "grt_pass1_wl_mm": 51.5,
        "grt_max_degree": 60,
        "grt_pass1_vias": 9089,
        "overflow": 0,
        "grt_usage_pct": 13.7,
        "antenna_found_initial": 0,
    },
    "placement": {
        "numPortBuffers": 56,
        "dp_hpwl_mm": 20.4,
        "pre_cts_ws_ns": 1.06,
        "dpl-instance-area_um2": 16700,
        "gp_congestion": 0.815,
    },
    "worst_hold_path": {
        "hold_class": "flop to flop",
    },
    "drt": {
        "vias": 9073,
        "vias_per_cell": 4.81,
        "drtIter0Drc": 468,
        "detail_route.wl_per_cell_um": 17.5,
        "drc": 0,
        "drtPass1Iterations": 8,
        "wirelength_mm": 33.0,
        "ant_nets": 0,
        "antennaDiodeCount": 0,
    },
    "floorplan": {
        "initCoreUtil_pct": 30.5,
        "rows": 82,
        "fp.dieH_um": 228,
        "core_um2": 50200,
        "dieWidth_um": 228,
        "dieArea_um2": 51800,
        "ios": 57,
    },
    "final_layout": {
        "reg_top3": "sw.rm.data: 240 flops, sw.bl.cnt: 24 flops, sw.cdiv.cnt: 19 flops",
        "fin_area_um2": 17600,
        "largest_register_ff_count": 240,
        "drive_gt1_share_pct": 12.8,
        "synthToLayoutAreaGrowth_pct": 15.1,
        "top_register": "sw.rm.data",
    },
    "pwr": {
        "power_density_nw_per_um2": 428,
        "p_leak_nw": 6.60,
        "p_total_mw": 7.52,
        "vdd_drop_max_mv": 0.202,
    },
    "cts": {
        "cts_tree": "yes",
        "clock_latency_ns": 0.55,
        "cts_inserted_buffers": 31,
        "cts_setup_buffers": 0,
        "cts-resized-gates": 0,
        "path_clk_slew_ns": 0.06,
        "cts_root_buf": "clkbuf_16",
        "clk_path_buf_depth": 3,
        "ctsHtreeMaxLevel": 1,
        "holdBufCountCts": 0,
    },
    "run": {
        "drv_cap": 0,
        "warning_count": 58,
    },
}
logic make-up after synthesis:
| logic type | after synthesis | synth area share, % |
|---|---|---|
| AND/OR/NAND/NOR | 273 | 8.54 |
| XOR/XNOR | 59 | 3.57 |
| buffers and inverters | 105 | 3.41 |
| multiplexers | 131 | 10.6 |
| flip-flops | 330 | 61.9 |
| AND-OR/OR-AND | 172 | 8.46 |
| adder cells (fa/ha/maj) | 44 | 3.60 |
report_power, final:
| part | switching, mW | internal [mW] | total [mW] |
|---|---|---|---|
| Sequential | 0.240 | 2.38 | 2.62 |
| Combinational | 1.56 | 1.61 | 3.17 |
| Clock | 0.757 | 0.975 | 1.73 |
cells in the final DEF (no fill, tap or decap), types with 4 or more instances in the layout:
master	n
a2111oi_0	7
a211oi_1	6
a21boi_0	4
a21o_1	9
a21oi_1	45
a221oi_1	7
a222oi_1	5
a22oi_1	23
a31oi_1	6
a41o_1	4
and3_1	5
buf_4	32
clkbuf_1	4
clkbuf_16	31
clkdlybuf4s50_1	55
clkinv_1	10
clkinv_2	6
dfrtp_1	86
edfxtp_1	240
ha_1	44
inv_1	61
mux2_2	25
mux2i_1	82
mux4_2	17
nand2_1	75
nand2b_1	9
nand3_1	36
nand4_1	14
nor2_1	66
nor2_2	10
nor2b_1	18
nor3_1	20
nor3_2	5
o21a_1	5
o21ai_0	29
o221ai_2	7
xnor2_1	36
xor2_1	21
metal layers:
layer	wire length [um]	vias to the layer above	GRT usage, %
met5	0	-	0.190
met4	568	0	2.08
met3	3060	42	5.76
met2	15900	309	22.0
met1	13400	4417	18.2
li1	-	4305	-
cells in the mapped netlist, types with 4 or more instances:
| library cell | count | area (um^2) |
|---|---|---|
| buf_4 | 5 | 37.5 |
| a211oi_1 | 6 | 45.0 |
| ha_1 | 44 | 551 |
| mux4_2 | 17 | 383 |
| xor2_1 | 21 | 184 |
| nor3_1 | 20 | 100 |
| nand3_1 | 36 | 180 |
| buf_1 | 5 | 18.8 |
| buf_6 | 5 | 56.3 |
| buf_2 | 12 | 60.1 |
| mux2i_1 | 82 | 821 |
| clkbuf_1 | 12 | 45.0 |
| a21o_1 | 9 | 67.6 |
| a222oi_1 | 5 | 50.1 |
| a221oi_1 | 7 | 61.3 |
| nor2b_1 | 18 | 113 |
| dfrtp_1 | 87 | 2180 |
| nor3_2 | 5 | 50.1 |
| nand4_1 | 14 | 87.6 |
| a21boi_0 | 4 | 30.0 |
| o221ai_2 | 7 | 105 |
| o21a_1 | 5 | 37.5 |
| a41o_1 | 4 | 40.0 |
| mux2_2 | 25 | 282 |
| o21ai_0 | 29 | 145 |
| a31oi_1 | 6 | 37.5 |
| a21oi_1 | 45 | 225 |
| a22oi_1 | 23 | 173 |
| edfxtp_1 | 240 | 7210 |
| nand2b_1 | 9 | 56.3 |
| xnor2_1 | 36 | 315 |
| a2111oi_0 | 7 | 61.3 |
| and3_1 | 5 | 31.3 |
| nor2_1 | 76 | 285 |
| nand2_1 | 75 | 282 |
| inv_1 | 61 | 229 |
tightest hold or removal path, stage by stage (launching register included):
cell     delay (ns)
dfstp_2        0.36
inv_1          0.05
nor2_1         0.04
metrics by stage:
step / std cells / util, %
floorplan: 1114 / -
global placement: 1831 / 33.2
detailed placement: 1831 / 33.2
CTS: 1887 / 35.1
global route: 1887 / 35.1
finish: 1887 / 35.1
how the worst min path moves through the flow:
stage,startpoint,slack [ns],depth (start not counted),endpoint
after CTS,sw.fsm.state[0],0.46,2,sw.fsm.state[0]
after global routing,sw.fsm.state[0],0.47,2,sw.fsm.state[0]
final,sw.fsm.state[0],0.45,2,sw.fsm.state[0]
area by class of cell:
class	count	area, um^2
Timing Repair Buffer	88	811
Inverter	62	233
Sequential cell	330	9450
Multi-Input combinational cell	679	5330
Fill cell	4719	32600
Clock buffer	38	832
Clock inverter	18	88.8
Tap cell	672	841
Power is estimated from default activity; no workload was simulated.
